$ cat run.sh
#!/bin/bash
# OpenROAD 26Q1-2900-gdf79404cd8, Yosys 0.63+post, stock flow scripts
make -C /OpenROAD-flow-scripts/flow DESIGN_CONFIG=/design/flow/config.mk WORK_HOME=/design/flow/orfs finish
$ cat constraint.sdc
current_design wb_mux_4

set clk_period 14.1
set clk_io_pct 0.2

create_clock -name clk0 -period $clk_period

set non_clock_inputs [all_inputs -no_clocks]
set_input_delay [expr $clk_period * $clk_io_pct] -clock clk0 $non_clock_inputs
set_output_delay [expr $clk_period * $clk_io_pct] -clock clk0 [all_outputs]
$ cat config.mk
export PLATFORM = sky130hd
export DESIGN_NAME = wb_mux_4
export DESIGN_NICKNAME = wb_mux_4
export VERILOG_FILES = /design/flow/design.v
export SDC_FILE = /design/flow/constraint.sdc
export NUM_CORES = 4
export LEC_CHECK = 1
export CORE_AREA = 10 10 306 306
export DIE_AREA = 0 0 316 316
$ cat design.v
`timescale 1 ns / 1 ps
module wb_mux_4 #
(
    parameter DATA_WIDTH = 32,                     
    parameter ADDR_WIDTH = 32,                     
    parameter SELECT_WIDTH = (DATA_WIDTH/8)        
)
(
    input  wire                    clk,
    input  wire                    rst,
    input  wire [ADDR_WIDTH-1:0]   wb_master_adr_i,
    input  wire [DATA_WIDTH-1:0]   wb_master_dat_i,
    output wire [DATA_WIDTH-1:0]   wb_master_dat_o,
    input  wire                    wb_master_we_i,
    input  wire [SELECT_WIDTH-1:0] wb_master_sel_i,
    input  wire                    wb_master_stb_i,
    output wire                    wb_master_ack_o,
    input  wire                    wb_master_cyc_i,
    output wire                    wb_master_rty_o,
    output wire                    wb_master_err_o,
    output wire [ADDR_WIDTH-1:0]   wb_slave0_adr_o,
    output wire [DATA_WIDTH-1:0]   wb_slave0_dat_o,
    input  wire [DATA_WIDTH-1:0]   wb_slave0_dat_i,
    output wire                    wb_slave0_we_o,
    output wire [SELECT_WIDTH-1:0] wb_slave0_sel_o,
    output wire                    wb_slave0_stb_o,
    input  wire                    wb_slave0_ack_i,
    output wire                    wb_slave0_cyc_o,
    input  wire                    wb_slave0_rty_i,
    input  wire                    wb_slave0_err_i,
    input  wire [ADDR_WIDTH-1:0]   wbs0_addr,      
    input  wire [ADDR_WIDTH-1:0]   wbs0_addr_msk,  
    output wire [ADDR_WIDTH-1:0]   wb_slave1_adr_o,
    output wire [DATA_WIDTH-1:0]   wb_slave1_dat_o,
    input  wire [DATA_WIDTH-1:0]   wb_slave1_dat_i,
    output wire                    wb_slave1_we_o,
    output wire [SELECT_WIDTH-1:0] wb_slave1_sel_o,
    output wire                    wb_slave1_stb_o,
    input  wire                    wb_slave1_ack_i,
    output wire                    wb_slave1_cyc_o,
    input  wire                    wb_slave1_rty_i,
    input  wire                    wb_slave1_err_i,
    input  wire [ADDR_WIDTH-1:0]   wbs1_addr,      
    input  wire [ADDR_WIDTH-1:0]   wbs1_addr_msk,  
    output wire [ADDR_WIDTH-1:0]   wb_slave2_adr_o,
    output wire [DATA_WIDTH-1:0]   wb_slave2_dat_o,
    input  wire [DATA_WIDTH-1:0]   wb_slave2_dat_i,
    output wire                    wb_slave2_we_o,
    output wire [SELECT_WIDTH-1:0] wb_slave2_sel_o,
    output wire                    wb_slave2_stb_o,
    input  wire                    wb_slave2_ack_i,
    output wire                    wb_slave2_cyc_o,
    input  wire                    wb_slave2_rty_i,
    input  wire                    wb_slave2_err_i,
    input  wire [ADDR_WIDTH-1:0]   wbs2_addr,      
    input  wire [ADDR_WIDTH-1:0]   wbs2_addr_msk,  
    output wire [ADDR_WIDTH-1:0]   wb_slave3_adr_o,
    output wire [DATA_WIDTH-1:0]   wb_slave3_dat_o,
    input  wire [DATA_WIDTH-1:0]   wb_slave3_dat_i,
    output wire                    wb_slave3_we_o,
    output wire [SELECT_WIDTH-1:0] wb_slave3_sel_o,
    output wire                    wb_slave3_stb_o,
    input  wire                    wb_slave3_ack_i,
    output wire                    wb_slave3_cyc_o,
    input  wire                    wb_slave3_rty_i,
    input  wire                    wb_slave3_err_i,
    input  wire [ADDR_WIDTH-1:0]   wbs3_addr,      
    input  wire [ADDR_WIDTH-1:0]   wbs3_addr_msk   
);
wire wbs0_match = ~|((wb_master_adr_i ^ wbs0_addr) & wbs0_addr_msk);
wire wbs1_match = ~|((wb_master_adr_i ^ wbs1_addr) & wbs1_addr_msk);
wire wbs2_match = ~|((wb_master_adr_i ^ wbs2_addr) & wbs2_addr_msk);
wire wbs3_match = ~|((wb_master_adr_i ^ wbs3_addr) & wbs3_addr_msk);
wire wbs0_sel = wbs0_match;
wire wbs1_sel = wbs1_match & ~(wbs0_match);
wire wbs2_sel = wbs2_match & ~(wbs0_match | wbs1_match);
wire wbs3_sel = wbs3_match & ~(wbs0_match | wbs1_match | wbs2_match);
wire master_cycle = wb_master_cyc_i & wb_master_stb_i;
wire select_error = ~(wbs0_sel | wbs1_sel | wbs2_sel | wbs3_sel) & master_cycle;
assign wb_master_dat_o = wbs0_sel ? wb_slave0_dat_i :
                   wbs1_sel ? wb_slave1_dat_i :
                   wbs2_sel ? wb_slave2_dat_i :
                   wbs3_sel ? wb_slave3_dat_i :
                   {DATA_WIDTH{1'b0}};
assign wb_master_ack_o = wb_slave0_ack_i |
                   wb_slave1_ack_i |
                   wb_slave2_ack_i |
                   wb_slave3_ack_i;
assign wb_master_err_o = wb_slave0_err_i |
                   wb_slave1_err_i |
                   wb_slave2_err_i |
                   wb_slave3_err_i |
                   select_error;
assign wb_master_rty_o = wb_slave0_rty_i |
                   wb_slave1_rty_i |
                   wb_slave2_rty_i |
                   wb_slave3_rty_i;
assign wb_slave0_adr_o = wb_master_adr_i;
assign wb_slave0_dat_o = wb_master_dat_i;
assign wb_slave0_we_o = wb_master_we_i & wbs0_sel;
assign wb_slave0_sel_o = wb_master_sel_i;
assign wb_slave0_stb_o = wb_master_stb_i & wbs0_sel;
assign wb_slave0_cyc_o = wb_master_cyc_i & wbs0_sel;
assign wb_slave1_adr_o = wb_master_adr_i;
assign wb_slave1_dat_o = wb_master_dat_i;
assign wb_slave1_we_o = wb_master_we_i & wbs1_sel;
assign wb_slave1_sel_o = wb_master_sel_i;
assign wb_slave1_stb_o = wb_master_stb_i & wbs1_sel;
assign wb_slave1_cyc_o = wb_master_cyc_i & wbs1_sel;
assign wb_slave2_adr_o = wb_master_adr_i;
assign wb_slave2_dat_o = wb_master_dat_i;
assign wb_slave2_we_o = wb_master_we_i & wbs2_sel;
assign wb_slave2_sel_o = wb_master_sel_i;
assign wb_slave2_stb_o = wb_master_stb_i & wbs2_sel;
assign wb_slave2_cyc_o = wb_master_cyc_i & wbs2_sel;
assign wb_slave3_adr_o = wb_master_adr_i;
assign wb_slave3_dat_o = wb_master_dat_i;
assign wb_slave3_we_o = wb_master_we_i & wbs3_sel;
assign wb_slave3_sel_o = wb_master_sel_i;
assign wb_slave3_stb_o = wb_master_stb_i & wbs3_sel;
assign wb_slave3_cyc_o = wb_master_cyc_i & wbs3_sel;
endmodule
==> flow_summary.html <==
<h3>Run summary</h3>
<table>
<tr><th>Metric</th><th>Value</th></tr>
<tr><th colspan="2">Synth</th></tr>
<tr><td>Register share after synthesis</td><td>0%</td></tr>
<tr><td>Number of instances in the synthesized netlist</td><td>628</td></tr>
<tr><td>Post-synthesis cell count from yosys</td><td>628</td></tr>
<tr><td>Total cell area reported by yosys after synthesis</td><td>0.00476 mm2</td></tr>
<tr><td>Syn. warnings</td><td>0</td></tr>
<tr><td>Synth cell types</td><td>23</td></tr>
<tr><td>Combined area of all synthesized cells</td><td>0.00476 mm2</td></tr>
<tr><td>Mean instance size in the synthesized netlist</td><td>7.58 um2</td></tr>
<tr><th colspan="2">Clocking</th></tr>
<tr><td>Buffer count from post-CTS setup fixing</td><td>0</td></tr>
<tr><td>Number of gates given a new drive strength after cts</td><td>0</td></tr>
<tr><td>Hold buffer count at CTS</td><td>0</td></tr>
<tr><th colspan="2">Global routing</th></tr>
<tr><td>Global-route usage over all layers</td><td>9.70%</td></tr>
<tr><td>First-pass GRT wire length</td><td>62200 um</td></tr>
<tr><td>Vias in the first global route</td><td>6431</td></tr>
<tr><td>Largest net degree at the start of global routing</td><td>36</td></tr>
<tr><td>Number of antenna violations at the first check in global routing</td><td>30</td></tr>
<tr><td>Total grt overflow</td><td>0</td></tr>
<tr><th colspan="2">Timing</th></tr>
<tr><td>Slew at the pin closest to its max-slew limit</td><td>0.762 ns</td></tr>
<tr><td>Post-route fraction of the period consumed by the critical path</td><td>71.8%</td></tr>
<tr><td>Fmax achieved</td><td>98.8 MHz</td></tr>
<tr><td>Worst setup slack after layout</td><td>3.98 ns</td></tr>
<tr><td>Number of setup violations in the final report</td><td>0</td></tr>
<tr><td>Final Hold Viols</td><td>0</td></tr>
<tr><td>Sum of negative setup slack</td><td>0 ns</td></tr>
<tr><td>Unrepaired setup endpoints after global routing</td><td>false</td></tr>
<tr><td>Final critical path time including I/O delays and setup</td><td>10.12 ns</td></tr>
<tr><td>Number of pins with negative max-slew slack in the final report</td><td>0</td></tr>
<tr><td>Headroom to the max-slew limit</td><td>49.0%</td></tr>
<tr><th colspan="2">Run</th></tr>
<tr><td>Number of maximum-capacitance violations</td><td>0</td></tr>
<tr><td>Warning total across the stage logs</td><td>34</td></tr>
<tr><th colspan="2">Floorplan</th></tr>
<tr><td>Starting Density</td><td>5.48%</td></tr>
<tr><td>Ports placed on the boundary</td><td>788</td></tr>
<tr><td>Total die size</td><td>0.0999 mm2</td></tr>
<tr><td>Site Rows</td><td>108</td></tr>
<tr><td>Core region area</td><td>0.0869 mm2</td></tr>
<tr><td>Die boundary width</td><td>316 um</td></tr>
<tr><td>Chip Height</td><td>316 um</td></tr>
<tr><th colspan="2">Critical path</th></tr>
<tr><td>Critical Path Max Stage Delay</td><td>0.79 ns</td></tr>
<tr><td>Crit path depth</td><td>9</td></tr>
<tr><td>Data arrival time at the worst-slack endpoint</td><td>7.30 ns</td></tr>
<tr><td>Worst setup path category</td><td>input port to output port</td></tr>
<tr><td>Critical-path top delay cell</td><td>sky130_fd_sc_hd__clkdlybuf4s50_1</td></tr>
<tr><td>Maximum net fanout on the critical path</td><td>8</td></tr>
<tr><td>Category of the worst setup path capture point</td><td>output port</td></tr>
<tr><td>Capture point of the worst path</td><td>wb_master_dat_o[2]</td></tr>
<tr><td>Startpoint kind of the worst setup timing path</td><td>input port</td></tr>
<tr><td>Largest delay share family, worst path</td><td>simple AND/OR/NAND/NOR gates</td></tr>
<tr><td>Bufs and invs on worst path</td><td>2</td></tr>
<tr><td>Startpoint of the worst setup timing path</td><td>wb_master_adr_i[1]</td></tr>
<tr><td>Crit-path most repeated cell</td><td>sky130_fd_sc_hd__clkdlybuf4s50_1</td></tr>
<tr><td>Critical path data required time</td><td>11.28 ns</td></tr>
<tr><td>Crit-path cells</td><td>clkdlybuf4s50_1 -&gt; xor2_1 -&gt; a22oi_1 -&gt; nand4_1 -&gt; or4_2 -&gt; nand2_1 -&gt; o22ai_1 -&gt; a31oi_1 -&gt; clkdlybuf4s50_1</td></tr>
<tr><th colspan="2">Layout</th></tr>
<tr><td>Clock buffer cells</td><td>0</td></tr>
<tr><td>Proportion of layout cells with a drive suffix above 1</td><td>5.11%</td></tr>
<tr><td>FF+latch count</td><td>0</td></tr>
<tr><td>Final instance area</td><td>0.0104 mm2</td></tr>
<tr><td>Fillcell total</td><td>10000</td></tr>
<tr><td>Most frequently placed logic cell in the final layout</td><td>sky130_fd_sc_hd__clkdlybuf4s50_1</td></tr>
<tr><td>Most frequent cells in the layout</td><td>606 x sky130_fd_sc_hd__clkdlybuf4s50_1, 128 x sky130_fd_sc_hd__xor2_1, 64 x sky130_fd_sc_hd__a22oi_1</td></tr>
<tr><td>Area used by multi-input combinational logic</td><td>0.00266 mm2</td></tr>
<tr><td>Layout-stage area growth over the synthesis result</td><td>119%</td></tr>
<tr><td>Sequential cell area</td><td>0 um2</td></tr>
<tr><th colspan="2">Placed design</th></tr>
<tr><td>Post-Place Setup Slack</td><td>3.88 ns</td></tr>
<tr><td>Final HPWL DP</td><td>47800 um</td></tr>
<tr><td>Final weighted congestion in routability-driven placement</td><td>0.826</td></tr>
<tr><td>Placed instance area</td><td>0.0104 mm2</td></tr>
<tr><td>Count of input and output buffers</td><td>606</td></tr>
<tr><th colspan="2">Route</th></tr>
<tr><td>Routed wire length per instance</td><td>24.2 um</td></tr>
<tr><td>Met1 Routed Length</td><td>19100 um</td></tr>
<tr><td>Detailed router's first-iteration violation count</td><td>234</td></tr>
<tr><td>Total number of vias</td><td>5965</td></tr>
<tr><td>Met2 routed WL</td><td>24700 um</td></tr>
<tr><td>Antenna-violating nets left</td><td>0</td></tr>
<tr><td>Length of the first detailed-routing pass in iterations</td><td>4</td></tr>
<tr><td>Routed WL</td><td>51900 um</td></tr>
<tr><td>Number of vias per cell after detailed routing</td><td>2.79</td></tr>
<tr><td>Detail Route met3 WL</td><td>6180 um</td></tr>
<tr><td>Highest metal layer with signal wires</td><td>met5</td></tr>
<tr><td># DRC</td><td>0</td></tr>
<tr><th colspan="2">Min path</th></tr>
<tr><td>Min-delay worst type</td><td>input port to output port</td></tr>
<tr><th colspan="2">Run status</th></tr>
<tr><td>Result of the run</td><td>complete, no violations</td></tr>
<tr><th colspan="2">Power and ir drop</th></tr>
<tr><td>Leakage</td><td>3.53 nW</td></tr>
<tr><td>Total power density per cell area</td><td>25.0 mW/mm2</td></tr>
<tr><td>Maximum ir drop on the vdd rail</td><td>0.0208 mV</td></tr>
<tr><td>PnR Total Power</td><td>261 uW</td></tr>
</table>
power breakdown:
| group | total (mW) | internal, mW | switching, mW | leakage [nW] |
|---|---|---|---|---|
| clock network | 0.0000000269 | 0.0000000269 | 0 | 0.0000380 |
| registers | 0 | 0 | 0 | 0 |
| logic | 0.261 | 0.167 | 0.0945 | 3.53 |
| total | 0.261 | 0.167 | 0.0945 | 3.53 |
routing by layer:
layer	vias to the layer above	track usage (%)
met1	2700	11.4
li1	2656	-
met2	455	16.5
met3	140	3.23
met4	14	3.01
met5	-	0
area by class of cell:
| cell class | count | share of cell area, % |
|---|---|---|
| multi-input combinational | 338 | 25.4 |
| antenna | 6 | 0.144 |
| timing repair buffer | 640 | 60.5 |
| inverter | 1 | 0.0360 |
| tap | 1155 | 13.8 |
synthesized netlist by cell type, types with 7 or more instances:
cell type | n | area, um2
sky130_fd_sc_hd__nand2_1 | 14 | 52.6
sky130_fd_sc_hd__buf_4 | 276 | 2070
sky130_fd_sc_hd__xor2_1 | 128 | 1120
sky130_fd_sc_hd__nor2_1 | 29 | 109
sky130_fd_sc_hd__buf_2 | 7 | 35.0
sky130_fd_sc_hd__and3_1 | 8 | 50.1
sky130_fd_sc_hd__nand4_1 | 16 | 100
sky130_fd_sc_hd__a22oi_1 | 64 | 480
sky130_fd_sc_hd__a221oi_1 | 16 | 140
sky130_fd_sc_hd__a221oi_2 | 10 | 150
sky130_fd_sc_hd__o2bb2ai_1 | 26 | 228
cells by family after synthesis:
kind of cell    count (synthesis)  synth area share [%]
xor+xnor                      128                  23.6
simple gates                   81                  8.89
compound gates                129                  22.7
buf+inv                       290                  44.8
worst min-delay path by stage:
stage                               start             endpoint  slack [ns]  depth (start not counted)
after CTS             wb_master_dat_i[14]  wb_slave0_dat_o[14]        5.64                          0
final                  wb_master_dat_i[2]   wb_slave0_dat_o[2]        5.64                          0
after global routing   wb_master_dat_i[6]   wb_slave1_dat_o[6]        5.64                          0
per-stage QoR:
| step | cells | hold slack [ns] | utilization [%] |
|---|---|---|---|
| 2_1_floorplan | 628 | 5.69 | - |
| 3_3_place_gp | 2134 | 5.64 | 12.0 |
| 3_5_place_dp | 2134 | 5.64 | 12.0 |
| 4_1_cts | 2134 | 5.64 | 12.0 |
| 5_1_grt | 2136 | 5.64 | 12.0 |
| 6_report | 2140 | 5.64 | 12.0 |
Power and IR drop assume default switching activity.
