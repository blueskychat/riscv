[flow/config.mk]
export PLATFORM = sky130hd
export DESIGN_NAME = tlb
export DESIGN_NICKNAME = tlb
export VERILOG_FILES = /design/flow/design.v
export SDC_FILE = /design/flow/constraint.sdc
export NUM_CORES = 4
export LEC_CHECK = 1
export CORE_UTILIZATION = 40
[flow/constraint.sdc]
current_design tlb

set clk_period 15.7
set clk_io_pct 0.2

create_clock -name clk0 -period $clk_period [get_ports {clk}]

set non_clock_inputs [all_inputs -no_clocks]
set_input_delay [expr $clk_period * $clk_io_pct] -clock clk0 $non_clock_inputs
set_output_delay [expr $clk_period * $clk_io_pct] -clock clk0 [all_outputs]
[flow/design.v]
`default_nettype none
parameter XLEN = 32;                     
parameter INST_WIDTH = 32;               
parameter REG_ADDR_WIDTH = 5;            
parameter NUM_REGS = 32;                 
parameter BASERAM_BASE = 32'h80000000;   
parameter EXTRAM_BASE  = 32'h80400000;   
parameter OUTPUT_ADDR  = 32'h80300000;   
parameter UART_BASE    = 32'h10000000;   
parameter SRAM_ADDR_WIDTH = 20;          
parameter SRAM_DATA_WIDTH = 32;          
parameter BTB_SIZE = 64;               
parameter BTB_INDEX_WIDTH = 6;          
typedef enum logic [6:0] {
    OP_LUI    = 7'b0110111,   
    OP_AUIPC  = 7'b0010111,   
    OP_JAL    = 7'b1101111,   
    OP_JALR   = 7'b1100111,   
    OP_BRANCH = 7'b1100011,   
    OP_LOAD   = 7'b0000011,   
    OP_STORE  = 7'b0100011,   
    OP_IMM    = 7'b0010011,   
    OP_REG    = 7'b0110011,   
    OP_FENCE  = 7'b0001111,   
    OP_SYSTEM = 7'b1110011    
} opcode_t;
typedef enum logic [3:0] {
    ALU_ADD  = 4'b0000,
    ALU_SUB  = 4'b0001,
    ALU_SLL  = 4'b0010,
    ALU_SLT  = 4'b0011,
    ALU_SLTU = 4'b0100,
    ALU_XOR  = 4'b0101,
    ALU_SRL  = 4'b0110,
    ALU_SRA  = 4'b0111,
    ALU_OR   = 4'b1000,
    ALU_AND  = 4'b1001,
    ALU_LUI  = 4'b1010,
    ALU_AUIPC= 4'b1011,
    ALU_NONE = 4'b1111
} alu_op_t;
typedef enum logic [2:0] {
    BR_NONE = 3'b000,
    BR_EQ   = 3'b001,   
    BR_NE   = 3'b010,   
    BR_LT   = 3'b011,   
    BR_GE   = 3'b100,   
    BR_LTU  = 3'b101,   
    BR_GEU  = 3'b110    
} branch_t;
typedef enum logic [1:0] {
    MEM_BYTE = 2'b00,
    MEM_HALF = 2'b01,
    MEM_WORD = 2'b10
} mem_width_t;
parameter CSR_MSTATUS   = 12'h300;   
parameter CSR_MIE       = 12'h304;   
parameter CSR_MTVEC     = 12'h305;   
parameter CSR_MSCRATCH  = 12'h340;   
parameter CSR_MEPC      = 12'h341;   
parameter CSR_MCAUSE    = 12'h342;   
parameter CSR_MTVAL     = 12'h343;   
parameter CSR_MIP       = 12'h344;   
parameter CSR_PMPCFG0   = 12'h3A0;   
parameter CSR_PMPADDR0  = 12'h3B0;   
parameter CSR_MHARTID   = 12'hF14;   
parameter CSR_MEDELEG   = 12'h302;   
parameter CSR_MIDELEG   = 12'h303;   
parameter CSR_SATP      = 12'h180;   
parameter CSR_SSTATUS   = 12'h100;   
parameter CSR_SIE       = 12'h104;   
parameter CSR_STVEC     = 12'h105;   
parameter CSR_SSCRATCH  = 12'h140;   
parameter CSR_SEPC      = 12'h141;   
parameter CSR_SCAUSE    = 12'h142;   
parameter CSR_STVAL     = 12'h143;   
parameter CSR_SIP       = 12'h144;   
parameter SSTATUS_SIE_BIT  = 1;    
parameter SSTATUS_SPIE_BIT = 5;    
parameter SSTATUS_SPP_BIT  = 8;    
parameter SSTATUS_SUM_BIT  = 18;   
parameter CSR_TIME      = 12'hC01;   
parameter CSR_TIMEH     = 12'hC81;   
typedef enum logic [2:0] {
    CSR_OP_NONE  = 3'b000,   
    CSR_OP_RW    = 3'b001,   
    CSR_OP_RS    = 3'b010,   
    CSR_OP_RC    = 3'b011,   
    CSR_OP_RWI   = 3'b101,   
    CSR_OP_RSI   = 3'b110,   
    CSR_OP_RCI   = 3'b111    
} csr_op_t;
parameter EX_INST_MISALIGN    = 32'd0;    
parameter EX_INST_FAULT       = 32'd1;    
parameter EX_ILLEGAL_INST     = 32'd2;    
parameter EX_BREAKPOINT       = 32'd3;    
parameter EX_LOAD_MISALIGN    = 32'd4;    
parameter EX_LOAD_FAULT       = 32'd5;    
parameter EX_STORE_MISALIGN   = 32'd6;    
parameter EX_STORE_FAULT      = 32'd7;    
parameter EX_ECALL_U          = 32'd8;    
parameter EX_ECALL_S          = 32'd9;    
parameter EX_ECALL_M          = 32'd11;   
parameter EX_INST_PAGE_FAULT  = 32'd12;   
parameter EX_LOAD_PAGE_FAULT  = 32'd13;   
parameter EX_STORE_PAGE_FAULT = 32'd15;   
parameter INT_M_SOFT          = 32'h80000003;   
parameter INT_M_TIMER         = 32'h80000007;   
parameter INT_M_EXT           = 32'h8000000B;   
parameter MSTATUS_MIE_BIT     = 3;    
parameter MSTATUS_MPIE_BIT    = 7;    
parameter MSTATUS_MPP_LO      = 11;   
parameter MSTATUS_MPP_HI      = 12;   
parameter MSTATUS_SUM_BIT     = 18;   
parameter MIE_SSIE_BIT        = 1;    
parameter MIE_STIE_BIT        = 5;    
parameter MIE_SEIE_BIT        = 9;    
parameter MIE_MTIE_BIT        = 7;    
parameter MIP_SSIP_BIT        = 1;    
parameter MIP_STIP_BIT        = 5;    
parameter MIP_SEIP_BIT        = 9;    
parameter MIP_MTIP_BIT        = 7;    
parameter INT_S_SOFT          = 32'h80000001;   
parameter INT_S_TIMER         = 32'h80000005;   
parameter INT_S_EXT           = 32'h80000009;   
parameter PRIV_U = 2'b00;   
parameter PRIV_S = 2'b01;   
parameter PRIV_M = 2'b11;   
module tlb #(
    parameter ENTRIES = 8,  
    parameter INDEX_WIDTH = 3  
) (
    input  wire logic        clk,
    input  wire logic        rst,
    input  wire logic [31:0] vaddr_i,           
    input  wire logic        lookup_req_i,       
    output logic             hit_o,              
    output logic [31:0]      paddr_o,            
    output logic [6:0]       perm_o,             
    output logic             is_superpage_o,     
    input  wire logic        fill_req_i,         
    input  wire logic [19:0] fill_vpn_i,         
    input  wire logic [21:0] fill_ppn_i,         
    input  wire logic [6:0]  fill_perm_i,        
    input  wire logic        fill_superpage_i,   
    input  wire logic        flush_all_i,        
    input  wire logic        flush_vpn_i,        
    input  wire logic [19:0] flush_vpn_addr_i    
);
    logic       valid [0:ENTRIES-1];
    logic       superpage [0:ENTRIES-1];
    logic [9:0] vpn1 [0:ENTRIES-1];
    logic [9:0] vpn0 [0:ENTRIES-1];
    logic [21:0] ppn [0:ENTRIES-1];
    logic [6:0] perm [0:ENTRIES-1];
    logic [INDEX_WIDTH-1:0] next_fill_idx;
    wire [9:0] lookup_vpn1 = vaddr_i[31:22];
    wire [9:0] lookup_vpn0 = vaddr_i[21:12];
    wire [11:0] page_offset = vaddr_i[11:0];
    logic [ENTRIES-1:0] entry_match;
    logic [INDEX_WIDTH-1:0] hit_idx;
    always_comb begin
        entry_match = '0;
        for (int i = 0; i < ENTRIES; i = i + 1) begin
            if (valid[i]) begin
                if (superpage[i]) begin
                    entry_match[i] = (vpn1[i] == lookup_vpn1);
                end else begin
                    entry_match[i] = (vpn1[i] == lookup_vpn1) && (vpn0[i] == lookup_vpn0);
                end
            end
        end
    end
    always_comb begin
        hit_o = |entry_match;
        hit_idx = '0;
        for (int i = ENTRIES-1; i >= 0; i = i - 1) begin
            if (entry_match[i]) begin
                hit_idx = i[INDEX_WIDTH-1:0];
            end
        end
    end
    always_comb begin
        paddr_o = 32'h0;
        perm_o = 7'h0;
        is_superpage_o = 1'b0;
        if (hit_o) begin
            perm_o = perm[hit_idx];
            is_superpage_o = superpage[hit_idx];
            if (superpage[hit_idx]) begin
                paddr_o = {ppn[hit_idx][21:10], lookup_vpn0, page_offset};
            end else begin
                paddr_o = {ppn[hit_idx], page_offset};
            end
        end
    end
    integer j;
    always_ff @(posedge clk or posedge rst) begin
        if (rst) begin
            for (j = 0; j < ENTRIES; j = j + 1) begin
                valid[j] <= 1'b0;
            end
            next_fill_idx <= '0;
        end else if (flush_all_i) begin
            for (j = 0; j < ENTRIES; j = j + 1) begin
                valid[j] <= 1'b0;
            end
        end else if (flush_vpn_i) begin
            for (j = 0; j < ENTRIES; j = j + 1) begin
                if (valid[j]) begin
                    if (superpage[j]) begin
                        if (vpn1[j] == flush_vpn_addr_i[19:10]) begin
                            valid[j] <= 1'b0;
                        end
                    end else begin
                        if ({vpn1[j], vpn0[j]} == flush_vpn_addr_i) begin
                            valid[j] <= 1'b0;  
                        end
                    end
                end
            end
        end else if (fill_req_i) begin
            valid[next_fill_idx]     <= 1'b1;
            superpage[next_fill_idx] <= fill_superpage_i;
            vpn1[next_fill_idx]      <= fill_vpn_i[19:10];
            vpn0[next_fill_idx]      <= fill_vpn_i[9:0];
            ppn[next_fill_idx]       <= fill_ppn_i;
            perm[next_fill_idx]      <= fill_perm_i;
            next_fill_idx <= next_fill_idx + 1'b1;
        end
    end
endmodule
[flow/run.sh]
#!/bin/bash
# OpenROAD 26Q1-2900-gdf79404cd8, Yosys 0.63+post, stock flow scripts
make -C /OpenROAD-flow-scripts/flow DESIGN_CONFIG=/design/flow/config.mk WORK_HOME=/design/flow/orfs finish
==> Slide: Implementation Results <==
Key Metrics from the Run

Layout
  • Top logic cell by instance count in the layout: edfxtp_1
  • Non-filler cells, final: 2067
  • Synthesis-to-finish area growth: 18.75%
  • Fillers: 3806
  • Layout cell share with drive strength beyond 1: 8.277%
  • Top cells excl fill/tap: edfxtp_1, xnor2_1, clkdlybuf4s50_1, xor2_1

Logic synthesis
  • Post-synth EDFFs: 384
  • Post-synth ARST share: 2.785%
  • Synth Register Bits: 395
  • Synth top area share: 63.03%
  • Synthesized cell area: 0.01830 mm^2
  • Synthesized area per cell: 14.12 um^2
  • Main area contributors: edfxtp_1, xnor2_1, xor2_1
  • Cells after synthesis: 1296
  • Dominant flop cell: edfxtp_1
  • Distinct cells, synth: 67
  • Register area share after synthesis: 64.53%
  • Yosys chip area: 0.01830 mm^2
  • Yosys cell count: 1296
  • Synth Warn #: 7
  • Cell taking the most area after synthesis: edfxtp_1

Timing
  • F_max: 86.00 MHz
  • Slew HR: 42.97%
  • Slew at the pin closest to its max-slew limit: 0.8444 ns
  • Tmin final: 11.63 ns
  • Worst hold slack: 0.5641 ns
  • Fin. Hold Viols: 0
  • Final setup fails: 0
  • Max-slew violation count: 0
  • Worst Clk Skew: 0.009357 ns
  • Setup TNS: 0 ns
  • Tcrit/Tclk final: 74.06%
  • RSZ-0062 raised after global routing: false

Setup path
  • Setup crit end kind: primary output
  • Largest fanout on the critical path: 16
  • Reg2reg start: next_fill_idx[2]$_DFFE_PP0P_
  • Worst setup SP type: primary input
  • Worst EP arrival: 8.49 ns
  • Crit path DRT: 12.56 ns
  • Setup Crit Path Kind: in -> out
  • Reg2reg path depth: 3
  • FF-to-FF End: ppn[2][16]$_DFFE_PP_
  • Reg2reg setup slack: 13.28 ns

Min path
  • Hold Path Class: reg -> reg
  • Hold worst-path end: valid[6]$_DFFE_PP0P_
  • Hold path startpoint: valid[6]$_DFFE_PP0P_
  • Hold path depth: 2

GRT
  • Vias in the first global route: 11500
  • Remaining global-route overflow: 0
  • First-pass GRT wire length: 74820 um
  • Antenna violations before repair: 3
  • Tot GR Track Use: 23.78%
  • Largest net degree at the start of global routing: 39

Run
  • Tool warnings: 32
  • Max_cap viols: 0

Floorplan
  • FP Core Util: 40.93%
  • Die Size: 0.04660 mm^2
  • IO Count: 149
  • Row count: 77
  • Die width: 215.9 um
  • Die Ht: 215.9 um
  • Core ar.: 0.04470 mm^2

Clock network
  • Root Driver: clkbuf_16
  • Worst-path clk slew: 0.06 ns
  • CTS tree: yes
  • Late-Pin Clk Latency: 0.57 ns
  • Clock Sinks: 395
  • Longest Clk Path Bufs: 3
  • H-tree depth: 2
  • Post CTS Setup Buffer Count: 0
  • Hold Buf Count CTS: 0
  • Post-cts sizing count: 0
  • CTS Buf Count: 44

Power
  • Switching fraction of total power: 22.50%
  • Peak VDD IR: 0.00008584 V
  • Clk pwr share: 42.2%
  • Sequential share of power: 50.6%
  • Combinational power share: 7.2%
  • Leakage: 7.011 nW
  • Pint: 0.001835 W
  • Switching power: 0.0005329 W
  • Power density of the placed cells: 109.0 mW/mm^2

Placement
  • Final GP Congestion: 0.9349
  • IO buf count: 145
  • Dpl hpwl: 32630 um
  • Dpl cells: 1990

Detailed routing
  • Post-DRT Antenna Nets: 0
  • Number of vias in the routed layout: 11270
  • DRC Markers: 0
  • Via/cell ratio: 5.452
  • Drt first pass iters: 5
  • Wire per inst: 24.59 um
  • Final WL: 50820 um
  • 1st-iter DRT viols: 660

Run status
  • Outcome: completed
[synthesized netlist by cell type, types with 3 or more instances]
cell and instances:
a41oi_1 8, dfrtp_1 11, a22oi_1 11, xnor2_1 211, o22ai_1 3, o21ai_0 42, mux2i_1 31, nand2_1 43
nor2b_1 13, o221a_2 3, buf_6 8, o2111ai_1 4, a32o_1 5, ha_1 6, nor4_1 31, nor2_1 52
o211a_1 6, a21oi_1 29, clkbuf_1 36, buf_4 4, or2_2 5, a41o_2 4, buf_2 13, nand3_1 32
and2_1 7, a222oi_1 7, xor2_1 109, nand4_1 52, inv_1 17, nor3_1 20, a221oi_1 16, or3_1 11
edfxtp_1 384, a22o_1 17, and3_1 5
[registers in the layout, indices dropped and copies added (netlist names)]
| name | cells |
|---|---|
| valid | 8 |
| vpn0 | 80 |
| ppn | 160 |
| next_fill_idx | 3 |
| vpn1 | 80 |
| superpage | 8 |
| perm | 56 |
[per-layer routing]
metal	GRT usage, %	vias up	part of all wire, %
met2	34.42	585	46
met4	5.508	4	2.8
li1	-	5155	-
met3	12.47	85	12
met1	33.68	5441	39
met5	0	-	0.061
[worst max path at each step]
stage      startpoint          end  slack, ns  depth (start not counted)
6_report  vaddr_i[16]  paddr_o[16]       4.07                         13
5_1_grt   vaddr_i[16]  paddr_o[16]       3.83                         13
4_1_cts   vaddr_i[16]  paddr_o[16]       4.10                         13
[power groups by stage]
stage / combinational [W] / sequential [W] / clock (W)
CTS: 0.000170 / 0.00120 / 0.00102
global route: 0.000184 / 0.00120 / 0.00106
finish: 0.000170 / 0.00120 / 0.000999
[worst max-delay path, stage by stage]
cell and delay [ns]:
clkdlybuf4s50_1 0.85, xor2_1 0.34, nor4_1 0.65, a41oi_1 0.32, o22ai_1 0.67, or2_2 0.32
nor2_1 0.10, nor2_4 0.39, nand2_4 0.21, o21a_4 0.33, or3_1 0.40, a21oi_1 0.24
clkdlybuf4s50_1 0.52
[layout make-up]
cell class	instances	area [um^2]	share of cell area (%)
clock inverter	21	241.5	1.111
sequential	395	11810	54.34
multi-input combinational	817	6097	28.06
clock buffer	55	1142	5.258
timing repair buffer	169	1632	7.510
antenna	1	2.502	0.01152
tap	592	740.7	3.409
inverter	17	63.81	0.2937
[stage by stage]
| stage | worst slack (ns) | total power [W] | cell area [um^2] | utilization, % |
|---|---|---|---|---|
| after floorplan | 6.815 | 0.001312 | 18300 | - |
| after global placement | 4.215 | 0.001389 | 20340 | 45.50 |
| after detailed placement | 4.164 | 0.001389 | 20340 | 45.50 |
| after CTS | 4.104 | 0.002385 | 21720 | 48.59 |
| after global routing | 3.829 | 0.002443 | 21730 | 48.60 |
| final | 4.073 | 0.002368 | 21730 | 48.60 |
[logic make-up (layout without fill, tap and decap cells)]
| kind of cell | after synthesis | after routing | share of synthesized area, % |
|---|---|---|---|
| fa+ha+maj | 6 | 6 | 0.4103 |
| compound gates | 174 | 174 | 7.113 |
| other cells | 0 | 1 | 0 |
| buf+inv | 84 | 262 | 2.483 |
| flops | 395 | 395 | 64.53 |
| xor+xnor | 321 | 321 | 15.41 |
| mux | 31 | 31 | 1.696 |
| simple gates | 285 | 285 | 8.357 |
Power is estimated from default activity; no workload was simulated.
